==> /design/flow/design.v <==
`timescale 1ns/1ps
module calculator(
	input clock_50M,
	input rst_n,
	input set,
	input [9:0] KEY,
	input Add,
	input Sub,
	input Mul,
	input Div,
	output lcd_rs,
	output lcd_rw,
	output lcd_en,
	output lcd_p,
	output lcd_n,
	output [7:0] lcd_data,
	output [4:0] led);
textlcd_2 textlcd_2(.rst_n(rst_n),
					.clk(clock_50M),
					.set(set),
					.KEY(KEY),
					.Add(Add),.Sub(Sub),.Mul(Mul),.Div(Div),
					.lcd_rs(lcd_rs),
					.lcd_rw(lcd_rw),
					.lcd_en(lcd_en),
					.lcd_p(lcd_p),
					.lcd_n(lcd_n),
					.lcd_data(lcd_data),
					.led(led));
endmodule
`timescale 1ns/1ps
module textlcd_2(
	input rst_n,
	input clk,   
	input set,
	input [9:0] KEY,
	input Add,
	input Sub,
	input Mul,
	input Div,
	output reg lcd_rs,
	output wire lcd_rw,
	output reg lcd_en,
	output wire lcd_p,
	output wire lcd_n,
	output reg [7:0] lcd_data,
	output reg [4:0] led);
assign lcd_n = 1'b0;
assign lcd_p = 1'b1;
assign lcd_rw = 1'b0;  
reg [7:0] A,B,C,OP_Code; 
reg OP_Done, Result_Done, A_KEY_REG,B_KEY_REG;
reg Add_reg, Sub_reg, Mul_reg, Div_reg;
parameter Idle = 5'd0;
parameter Insert_1stNumber = 5'd1;
parameter Insert_OpCode = 5'd2;
parameter Insert_2ndNumber = 5'd3;
parameter Result_Is = 5'd4;
parameter    Mode_Set    =  8'h31; 
parameter	 Cursor_Set  =  8'h0c; 
parameter	 Address_Set =  8'h06; 
parameter	 Clear_Set   =  8'h01; 
function [7:0] ASCII;
	input [7:0] data;
	case(data)
		8'd0:ASCII=8'h30;
		8'd1:ASCII=8'h31;
		8'd2:ASCII=8'h32;
		8'd3:ASCII=8'h33;
		8'd4:ASCII=8'h34;
		8'd5:ASCII=8'h35;
		8'd6:ASCII=8'h36;
		8'd7:ASCII=8'h37;
		8'd8:ASCII=8'h38;
		8'd9:ASCII=8'h39;
		8'd43:ASCII=8'h2b; 
		8'd45:ASCII=8'h2d; 
		8'd42:ASCII=8'h2a; 
		8'd47:ASCII=8'h2f; 
		default:begin ASCII=8'h00; end 
	endcase
endfunction	
reg [4:0] State;
always @(posedge clk or negedge rst_n)
begin
	if(!rst_n)
	begin
		State <= Idle;
		OP_Done <= 1'b0;
		A_KEY_REG <= 1'b0;
		B_KEY_REG <= 1'b0;
		Result_Done <= 1'b0;
		A <= 8'd0;
		B <= 8'd0;
		C <= 8'd0;
		OP_Code <= 8'd43;
		Add_reg <= 1'b0;
		Sub_reg <= 1'b0;
		Mul_reg <= 1'b0;
		Div_reg <= 1'b0;
		led <= 5'b00000;
	end
	else begin
		case(State)
			Idle: begin
				led <= 5'b00001;
				if(set) begin State <= Insert_1stNumber; end
				else begin State <= Idle; end
			end
			Insert_1stNumber: begin
				led <= 5'b00010;
				if(KEY[9:0] && !A_KEY_REG && set) begin
					A_KEY_REG <= 1'b1;
					if(KEY[9]) begin A<=8'd9; end
					else if(KEY[8]) begin A<=8'd8; end
					else if(KEY[7]) begin A<=8'd7; end
					else if(KEY[6]) begin A<=8'd6; end
					else if(KEY[5]) begin A<=8'd5; end
					else if(KEY[4]) begin A<=8'd4; end
					else if(KEY[3]) begin A<=8'd3; end
					else if(KEY[2]) begin A<=8'd2; end
					else if(KEY[1]) begin A<=8'd1; end
					else if(KEY[0]) begin A<=8'd0; end
					else begin A<=8'd0; end
				end 
				else if(~KEY[9:0] && A_KEY_REG && set) begin
					State <= Insert_OpCode;
				end
				else begin
					State <= Insert_1stNumber;
				end
			end
			Insert_OpCode: begin
				led <= 5'b00100;
				if(!OP_Done && set) begin
					if(Add && !OP_Done) begin Add_reg <= 1; OP_Done <= 1; OP_Code <= 8'd43; end
					if(Sub && !OP_Done) begin Sub_reg <= 1; OP_Done <= 1; OP_Code <= 8'd45; end
					if(Mul && !OP_Done) begin Mul_reg <= 1; OP_Done <= 1; OP_Code <= 8'd42; end
					if(Div && !OP_Done) begin Div_reg <= 1; OP_Done <= 1; OP_Code <= 8'd47; end
				end
				else if((Add || Sub || Mul || Div) && OP_Done && set) begin
					State <= Insert_2ndNumber;
				end
				else begin
					State <= Insert_OpCode;
				end
			end
			Insert_2ndNumber: begin
				led <= 5'b01000;
				if(KEY[9:0] && !B_KEY_REG && set) begin
					B_KEY_REG <= 1'b1;
					if(KEY[9]) begin B<=8'd9; end
					else if(KEY[8]) begin B<=8'd8; end
					else if(KEY[7]) begin B<=8'd7; end
					else if(KEY[6]) begin B<=8'd6; end
					else if(KEY[5]) begin B<=8'd5; end
					else if(KEY[4]) begin B<=8'd4; end
					else if(KEY[3]) begin B<=8'd3; end
					else if(KEY[2]) begin B<=8'd2; end
					else if(KEY[1]) begin B<=8'd1; end
					else if(KEY[0]) begin B<=8'd1; end
					else begin B<=8'd0; end
				end 
				else if(~KEY[9:0] && B_KEY_REG && set) begin
					State <= Result_Is;
				end
				else begin
					State <= Insert_2ndNumber;
				end
			end
			Result_Is: begin
				led <= 5'b10000;
				if(!set) begin
					if(Add_reg && !Result_Done) begin C <= A+B; Result_Done <= 1; end
					if(Sub_reg && !Result_Done) begin C <= A-B; Result_Done <= 1; end
					if(Mul_reg && !Result_Done) begin C <= A*B; Result_Done <= 1; end
					if(Div_reg && !Result_Done) begin C <= A/B; Result_Done <= 1; end
				end
				else begin 
					State <= Result_Is;
				end
			end
		endcase
	end
end
reg [31:0] cnt;
reg lcd_clk_en;
always @(posedge clk or negedge rst_n)      
begin 
	if(!rst_n)
		begin
			cnt <= 1'b0;
			lcd_clk_en <= 1'b0;
		end
	else if(cnt==32'h249)
		begin
			lcd_clk_en <= 1'b1;
			cnt <= 1'b0;
		end
	else
		begin
			cnt <= cnt + 1'b1;
			lcd_clk_en <= 1'b0;
		end
end 
wire [7:0] addr;
assign addr = 8'h80;
reg [4:0] lcd_state;
always@(posedge clk or negedge rst_n)
begin
	if(!rst_n)
		begin
			lcd_state <= 1'b0;
			lcd_rs <= 1'b0;
			lcd_en <= 1'b0;
			lcd_data <= 1'b0;   
		end
	else if(lcd_clk_en) begin
			case(lcd_state)
				5'd0: begin                
						lcd_rs <= 1'b0;
						lcd_en <= 1'b1;
						lcd_data <= Mode_Set;   
						lcd_state <= lcd_state + 1'd1;
						end
				5'd1: begin
						lcd_en <= 1'b0;
						lcd_state <= lcd_state + 1'd1;
						end
				5'd2: begin
						lcd_rs <= 1'b0;
						lcd_en <= 1'b1;
						lcd_data <= Cursor_Set;
						lcd_state <= lcd_state + 1'd1;
						end
				5'd3: begin
						lcd_en <= 1'b0;
						lcd_state <= lcd_state + 1'd1;
						end
				5'd4: begin
						lcd_rs <= 1'b0;
						lcd_en <= 1'b1;
						lcd_data <= Address_Set;
						lcd_state <= lcd_state + 1'd1;
						end
				5'd5: begin
						lcd_en <= 1'b0;
						lcd_state <= lcd_state + 1'd1;
						end
				5'd6: begin
						lcd_rs <= 1'b0;
						lcd_en <= 1'b1;
						lcd_data <= Clear_Set;
						lcd_state <= lcd_state + 1'd1;
						end
				5'd7: begin
						lcd_en <= 1'b0;
						lcd_state <= lcd_state + 1'd1;
						end
				5'd8: begin              
						lcd_rs <= 1'b0;
						lcd_en <= 1'b1;
						lcd_data <= addr; 
						lcd_state <= lcd_state + 1'd1;
						end
				5'd9: begin
						lcd_en <= 1'b0;
						lcd_state <= lcd_state + 1'd1;
						end
				5'd10: begin
						lcd_rs <= 1'b1;
						lcd_en <= 1'b1;
						lcd_data <= ASCII(A);    
						lcd_state <= lcd_state + 1'd1;
						 end
				5'd11: begin
						lcd_en <= 1'b0;
						lcd_state <= lcd_state + 1'd1;
						end
				5'd12: begin
						lcd_rs <= 1'b1;
						lcd_en <= 1'b1;
						lcd_data <= ASCII(OP_Code);    
						lcd_state <= lcd_state + 1'd1;
						end
				5'd13: begin
						lcd_en <= 1'b0;
						lcd_state <= lcd_state + 1'd1;
						end
				5'd14: begin
						lcd_rs <= 1'b1;
						lcd_en <= 1'b1;
						lcd_data <= ASCII(B);    
						lcd_state <= lcd_state + 1'd1;
						 end
				5'd15: begin
						lcd_en <= 1'b0;
						lcd_state <= lcd_state + 1'd1;
						end
				5'd16: begin
						lcd_rs <= 1'b1;
						lcd_en <= 1'b1;
						lcd_data <= 8'h3d;    
						lcd_state <= lcd_state + 1'd1;
						end
				5'd17: begin
						lcd_en <= 1'b0;
						lcd_state <= lcd_state + 1'd1;
						end    
				5'd18: begin
						lcd_rs <= 1'b1;
						lcd_en <= 1'b1;
						lcd_data <= ASCII(C);    
						lcd_state <= lcd_state + 1'd1;
						end
				5'd19: begin
						lcd_en <= 1'b0;
						lcd_state <= 5'd8;
					   end
				default: lcd_state <= 5'bxxxxx;
			endcase
	end
end
endmodule 
`timescale 1ns/1ps
module testbench;
	reg clock_50M;
	reg rst_n;
	reg set;
	reg [9:0] KEY;
	reg Add;
	reg Sub;
	reg Mul;
	reg Div;
	wire [7:0] lcd_data;
	wire [4:0] led;
	initial begin
		clock_50M=1;
		Add=0;
		Sub=0;
		Mul=0;
		Div=0;
		rst_n=1;
		#1000
		rst_n=0;
		#1000
		rst_n=1;
		#1000 
		set=1;
		#1000;
		set=0;
		#1000
		KEY=10'b0000000001;
		#1000
		set=1;
		#500;
		set=0;
		KEY=10'b0000000000;
		#1000;
		Add=1;
		#1000;
		set=1;
		#500
		set=0;
		Add=0;
		#1000;
		KEY=10'b0000100000;
		#1000
		set=1;
		#500
		set=0;
		KEY=10'b0000000000;
		#1000
		set=1;
		#500
		set=0;
	end 
	always #10 clock_50M=~clock_50M;
	textlcd_2 textlcd_2(.rst_n      (rst_n ),
					.clk        (clock_50M),
					.set		(set),
					.KEY        (KEY),
					.Add        (Add),
					.Sub        (Sub),
					.Mul        (Mul),
					.Div        (Div),
					.lcd_rs     (lcd_rs),
					.lcd_rw     (lcd_rw),
					.lcd_en     (lcd_en),
					.lcd_p      (lcd_p),
					.lcd_n      (lcd_n),
					.lcd_data   (lcd_data),
					.led        (led));
endmodule
==> /design/flow/run.sh <==
#!/bin/bash
# OpenROAD 26Q1-2900-gdf79404cd8, Yosys 0.63+post, stock flow scripts
make -C /OpenROAD-flow-scripts/flow DESIGN_CONFIG=/design/flow/config.mk WORK_HOME=/design/flow/orfs finish
==> /design/flow/config.mk <==
export PLATFORM = sky130hd
export DESIGN_NAME = calculator
export DESIGN_NICKNAME = calculator
export VERILOG_FILES = /design/flow/design.v
export SDC_FILE = /design/flow/constraint.sdc
export NUM_CORES = 4
export LEC_CHECK = 1
export CORE_UTILIZATION = 40
==> /design/flow/constraint.sdc <==
current_design calculator

set clk_period 7.2
set clk_io_pct 0.2

create_clock -name clk0 -period $clk_period [get_ports {clock_50M}]

set non_clock_inputs [all_inputs -no_clocks]
set_input_delay [expr $clk_period * $clk_io_pct] -clock clk0 $non_clock_inputs
set_output_delay [expr $clk_period * $clk_io_pct] -clock clk0 [all_outputs]
==> flow_results.xml <==
<?xml version="1.0" encoding="UTF-8"?>
<metrics>
  <group name="outcome">
    <metric name="status" unit="">finished with violations</metric>
    <metric name="violated_checks" unit="">setup timing</metric>
  </group>
  <group name="grt">
    <metric name="first_global_vias" unit="">5513</metric>
    <metric name="leftover_overflow_at_the_end_of_global_routing" unit="">0</metric>
    <metric name="antenna_violations_before_repair" unit="">0</metric>
    <metric name="grt_first_pass_wirelength" unit="um">26880</metric>
    <metric name="globalRouteTotalUtil" unit="%">21.10</metric>
    <metric name="grt_max_degree" unit="">47</metric>
  </group>
  <group name="synth">
    <metric name="postSynthAreaPerCell" unit="um2">8.703</metric>
    <metric name="enable_flop_cells" unit="">0</metric>
    <metric name="synth_chip_area" unit="um2">6319</metric>
    <metric name="netlist_area" unit="um2">6319</metric>
    <metric name="synth.yosys.seq_area_share" unit="%">33.33</metric>
    <metric name="post_synth_num_cell_types" unit="">73</metric>
    <metric name="synth.yosys.num_cells" unit="">726</metric>
    <metric name="netlist_instances" unit="">726</metric>
    <metric name="dominantRegCellSynth" unit="">sky130_fd_sc_hd__dfrtp_1</metric>
    <metric name="synthesis.yosys.warnings" unit="">1</metric>
    <metric name="asr_flop_ratio_synth" unit="%">100.0</metric>
    <metric name="ys_seq_elements" unit="">84</metric>
  </group>
  <group name="clock_tree">
    <metric name="cts_tree" unit="">done</metric>
    <metric name="total_number_of_h_tree_levels" unit="">3</metric>
    <metric name="cts_buffer_depth" unit="">2</metric>
    <metric name="insertion_delay_at_the_late_pin_of_the_worst_skew_pair" unit="ns">0.34</metric>
    <metric name="cts_hold_repair.buffers" unit="">0</metric>
    <metric name="clockRootBuffer" unit="">sky130_fd_sc_hd__clkbuf_16</metric>
    <metric name="numCtsBuffers" unit="">9</metric>
    <metric name="clock_sinks" unit="">84</metric>
    <metric name="clk_transition_reported_paths" unit="ns">0.06</metric>
  </group>
  <group name="floorplanning">
    <metric name="fp.coreArea" unit="um2">15310</metric>
    <metric name="core.rowCount" unit="">45</metric>
    <metric name="die-area" unit="um2">16300</metric>
    <metric name="initCoreUtil" unit="%">41.26</metric>
    <metric name="dieWidth" unit="um">127.7</metric>
    <metric name="die.size.y" unit="um">127.7</metric>
    <metric name="boundaryPins" unit="">35</metric>
  </group>
  <group name="run">
    <metric name="tool_warnings" unit="">37</metric>
    <metric name="maxCapViolations" unit="">0</metric>
  </group>
  <group name="hold_path">
    <metric name="worst_hold_path_startpoint" unit="">textlcd_2.Add_reg$_DFFE_PN0P_</metric>
    <metric name="hold-path-endpoint" unit="">textlcd_2.Add_reg$_DFFE_PN0P_</metric>
    <metric name="class_of_the_most_critical_hold_timing_path" unit="">reg -&gt; reg</metric>
    <metric name="hold-path-cell-count" unit="">1</metric>
  </group>
  <group name="cells_and_area">
    <metric name="reg_top3" unit="">textlcd_2.cnt (32), textlcd_2.C (8), textlcd_2.lcd_data (7)</metric>
    <metric name="design_area" unit="um2">8230</metric>
    <metric name="top_register" unit="">textlcd_2.cnt</metric>
    <metric name="largest_register_ffs" unit="">32</metric>
    <metric name="drive_gt1_share" unit="%">22.61</metric>
    <metric name="final_core_util" unit="%">53.74</metric>
    <metric name="synthToLayoutAreaGrowth" unit="%">30.26</metric>
    <metric name="fin_cells" unit="">1078</metric>
  </group>
  <group name="placed_design">
    <metric name="gp_congestion" unit="">0.9466</metric>
    <metric name="placed_cells" unit="">1035</metric>
    <metric name="postPlaceCellArea" unit="um2">7612</metric>
    <metric name="port_buffers" unit="">30</metric>
    <metric name="detailedPlacementHpwl" unit="um">11530</metric>
  </group>
  <group name="timing">
    <metric name="finalCriticalPeriod" unit="ns">8.876</metric>
    <metric name="max_slew.worst_pin.slew" unit="ns">0.8283</metric>
    <metric name="report.final.hold_viol_count" unit="">0</metric>
    <metric name="peak_clock_frequency_supported_by_timing" unit="GHz">0.1127</metric>
    <metric name="worst_hold_slack" unit="ns">0.4647</metric>
    <metric name="clock_skew" unit="ns">0.008677</metric>
    <metric name="final.setup.tns" unit="ns">-2.949</metric>
    <metric name="grt_setup_unrepaired" unit="">yes</metric>
    <metric name="final_min_period_over_clock_period" unit="%">123.3</metric>
    <metric name="slew_headroom" unit="%">44.27</metric>
    <metric name="finalSetupViolations" unit="">2</metric>
    <metric name="slew_viol_final" unit="">0</metric>
    <metric name="setup_ws" unit="ns">-1.676</metric>
  </group>
  <group name="power_and_ir_drop">
    <metric name="sequential_share_of_power" unit="%">48.8</metric>
    <metric name="clock_power_share" unit="%">45.8</metric>
    <metric name="internal_power" unit="uW">759.7</metric>
    <metric name="switching_power" unit="uW">219.5</metric>
    <metric name="switching_share" unit="%">22.42</metric>
    <metric name="powerDensity" unit="nW/um2">119.0</metric>
    <metric name="largest_voltage_drop_on_the_vdd_net" unit="mV">0.1705</metric>
    <metric name="pwr-share-comb" unit="%">5.4</metric>
    <metric name="static-leakage-power" unit="uW">0.003866</metric>
  </group>
  <group name="drt">
    <metric name="detailroute.via_count" unit="">5653</metric>
    <metric name="drt-wirelength-per-cell" unit="um">14.48</metric>
    <metric name="initialDrtViolationCount" unit="">284</metric>
    <metric name="vias_per_cell" unit="">5.244</metric>
    <metric name="diodes" unit="">0</metric>
    <metric name="postRouteAntennaNets" unit="">0</metric>
    <metric name="detail_route.wirelength" unit="um">15610</metric>
    <metric name="drtPass1Iterations" unit="">4</metric>
    <metric name="drc" unit="">0</metric>
  </group>
  <group name="critical_path">
    <metric name="critical-path-max-stage-delay" unit="ns">0.45</metric>
    <metric name="crit_path_max_fanout" unit="">6</metric>
    <metric name="critPathCaptureType" unit="">flop</metric>
    <metric name="cp_data_arrival_time" unit="ns">9.09</metric>
    <metric name="critical_path.reg2reg.startpoint" unit="">textlcd_2.B[0]$_DFFE_PN0P_</metric>
    <metric name="r2r-end" unit="">textlcd_2.C[0]$_DFFE_PN0P_</metric>
    <metric name="r2r.worst_path.cells" unit="">46</metric>
    <metric name="timing.critical_path.from_type" unit="">flop</metric>
    <metric name="critPathKind" unit="">reg -&gt; reg</metric>
    <metric name="cp.required" unit="ns">7.41</metric>
    <metric name="crit_slowest_cell" unit="">sky130_fd_sc_hd__or3b_4</metric>
    <metric name="register_to_register_setup_slack" unit="ns">-1.68</metric>
  </group>
</metrics>
## cells by family after synthesis
kind of cell / after synthesis / share of synthesized area [%]
fa+ha+maj: 65 / 13.58
compound gates: 173 / 17.64
other cells: 2 / 0.1189
xor+xnor: 45 / 6.237
simple gates: 269 / 21.23
flops: 84 / 33.33
mux: 19 / 3.327
buf+inv: 69 / 4.535
## cells in the mapped netlist, drive strengths merged (2+ instances only)
library cell	n	share of area [%]
or4	3	0.36
o211ai	4	0.48
nor4	14	1.5
o22ai	3	0.30
buf	7	0.85
or3	3	0.30
mux2i	9	1.4
nand3	22	1.7
nand2	55	3.3
nor2	82	4.9
o21a	11	1.3
a32o	3	0.50
a21o	17	2.0
nor3	25	2.0
a22o	3	0.42
nand2b	11	1.1
and2	7	0.69
nand3b	3	0.36
a211oi	8	1.0
a21boi	3	0.36
inv	45	2.7
xor2	10	1.4
o21ai	53	4.2
dfstp	3	1.2
clkbuf	15	0.89
and3	6	0.67
xnor2	35	4.9
a31oi	9	0.89
a21oi	38	3.0
o211a	2	0.32
a22oi	2	0.24
fa	6	1.9
dfrtp	81	32
or2	7	0.69
and4	4	0.55
nand4	13	1.3
o31ai	2	0.24
nor4bb	2	0.32
conb	2	0.12
ha	59	12
clkinv	2	0.12
nor2b	8	0.79
mux2	10	1.9
## worst max-delay path by stage
stage,startpoint,to,slack [ns],depth (start not counted)
4_1_cts,textlcd_2.B[0]$_DFFE_PN0P_,textlcd_2.C[0]$_DFFE_PN0P_,-1.39,49
5_1_grt,textlcd_2.B[2]$_DFFE_PN0P_,textlcd_2.C[0]$_DFFE_PN0P_,-2.21,45
6_report,textlcd_2.B[0]$_DFFE_PN0P_,textlcd_2.C[0]$_DFFE_PN0P_,-1.68,46
## final cells by class
cell class	count	area, um2
Clock buffer	12	266.5
Timing Repair Buffer	141	1169
Fill cell	1350	7084
Inverter	47	181.4
Sequential cell	84	2108
Multi-Input combinational cell	579	4212
Clock inverter	4	30.03
Tap cell	211	264.0
## what timing repair did
| item | in CTS | in global routing |
|---|---|---|
| setup buffers | 20 | 8 |
| hold endpoints to repair | 0 | 0 |
| endpoints found under the setup margin | 2 | 2 |
| pin swaps | 3 | 15 |
| resized | 18 | 10 |
## layer usage
metal	wire length (um)	up-vias	GRT usage [%]	share of wire, %
li1	-	2870	-	-
met1	7817	2668	32.88	50
met2	6998	94	32.85	45
met3	539	21	3.061	3.5
met4	252	0	3.183	1.6
met5	0	-	0	0
## critical path, delay by kind of cell (launching register included)
kind            cells  cell delay, ns
compound gates     21            3.28
fa+ha+maj           8            1.77
buf+inv             2            0.21
flops               1            0.44
mux                 3            0.99
simple gates       12            2.06
## per-stage QoR
step	total power (uW)	worst slack (ns)
after CTS	996.5	-1.386
after global routing	1019	-2.209
after detailed placement	540.2	-1.504
final	979.2	-1.676
after global placement	539.5	-1.251
after floorplan	512.8	-1.371
## cell usage in the layout, fill, tap and decap left out, drive strengths merged, types with 11 or more instances in the layout
cell,count
nor2,82
inv,46
o21a,11
xnor2,35
nand4,13
a21o,17
ha,59
clkdlybuf4s50,29
nor3,25
nor4,14
dfrtp,81
buf,112
o21ai,53
a21oi,38
clkbuf,12
nand2b,11
nand2,55
nand3,22
## power by group through the flow
stage	Clock (uW)	Sequential, uW	Combinational (uW)
after CTS	465	478	53.6
after global routing	481	478	60.6
final	448	478	52.7
Power and IR drop assume default switching activity.
